$ cat design/flow/design.v
module clock(
    input wire clk,
    output reg [5:0] nLed
);
parameter ticks_per_second = 27_000_000;
reg [31:0] counter = 0;
always @(posedge clk)
begin
    if (counter >= ticks_per_second / 2)
    begin
        counter <= 0;
        nLed <= ~nLed;
    end
    else
    begin
        counter <= counter + 1;
    end
end
initial
    nLed = 6'b010101;
endmodule
$ cat design/flow/run.sh
#!/bin/bash
# OpenROAD 26Q1-2900-gdf79404cd8, Yosys 0.63+post, stock flow scripts
make -C /OpenROAD-flow-scripts/flow DESIGN_CONFIG=/design/flow/config.mk WORK_HOME=/design/flow/orfs finish
$ cat design/flow/config.mk
export PLATFORM = sky130hd
export DESIGN_NAME = clock
export DESIGN_NICKNAME = clock
export VERILOG_FILES = /design/flow/design.v
export SDC_FILE = /design/flow/constraint.sdc
export NUM_CORES = 4
export LEC_CHECK = 1
export CORE_AREA = 10 10 110 110
export DIE_AREA = 0 0 120 120
$ cat design/flow/constraint.sdc
current_design clock

set clk_period 4.1
set clk_io_pct 0.2

create_clock -name clk0 -period $clk_period [get_ports {clk}]

set non_clock_inputs [all_inputs -no_clocks]
set_input_delay [expr $clk_period * $clk_io_pct] -clock clk0 $non_clock_inputs
set_output_delay [expr $clk_period * $clk_io_pct] -clock clk0 [all_outputs]
==> impl_metrics.yaml <==
# physical design summary
drt:
  ant_nets: 0
  drtIter0Drc: 57
  firstDrtPassIters: 4
  diodes: 0
  viasPerCell: 3.45
  routed_wl_mm: 2.41
  drc_errors: 0
  via_count: 1026
  wl_per_cell_um: 8.10
grt:
  grt_pass1_vias: 918
  antenna_found_initial: 0
  grt-ovfl-total: 0
  grt_max_degree: 18
  grt_use_total: 0.0338
  grt_pass1_wl_mm: 4.20
synthesis:
  top_cell_area_share: 0.414
  synth-warning-count: 1
  yosys-stat-cells: 147
  topCellsByArea: "dfxtp_1 41%, edfxtp_1 12%, xor2_1 6.8%"
  syn_avg_cell_area_um2: 10.5
  yosys.cell_types.count: 32
  synth-seq-cells: 38
  top_area_cell: "dfxtp_1"
  ys_area_mm2: 0.00155
  ys_seq_share: 0.530
  synthCells: 147
  netlist_area_mm2: 0.00155
cts:
  cts.sinks: 38
  postCtsHoldBufs: 0
  cts_tree: "yes"
  clock_latency_ns: 0.29
  cts_root_buffer: "clkbuf_8"
  post_cts_buffers: 0
  cts_max_path_buffers: 2
  numCtsBuffers: 5
  postCtsResizedCells: 0
  clkTransAtPathRegs_ns: 0.07
  htreeDepth: 2
floorplan:
  fp-utilization: 0.158
  dieHeight_um: 120
  chipArea_mm2: 0.0144
  rows: 36
  io_pins: 7
  fp.dieW_um: 120
  core_area_mm2: 0.00977
critical_path:
  cp_slowest_stage_delay_ns: 0.55
  cp-start-kind: "flop"
  cp.arrival_ns: 2.20
  critPathMaxFanout: 17
  crit_family: "simple AND/OR/NAND/NOR gates"
  worstPathBufferInverterCount: 1
  r2r_start: "counter[17]"
  path_cells: "nand4b_1 > or4_1 > o31ai_4 > buf_4"
  crit_slowest_cell: "o31ai_4"
  cp.required_ns: 4.09
  worstSetupPathType: "flop to flop"
  crit_path_start: "counter[17]"
  cp-end-kind: "flop"
  r2r_slack_ns: 1.89
pwr:
  seqPwrFrac: 0.589
  peakVddDrop_mv: 0.104
  power_uw: 663
  switching_share: 0.201
  p_sw_uw: 133
  internal_power_uw: 530
  p_per_area_mw_per_mm2: 358
  leakage_uw: 0.000608
  p_comb_frac: 0.016
  clkPwrFrac: 0.395
timing:
  fin_tns_setup_ns: 0
  setup_viol: 0
  drv_slew: 0
  finalClockSkew_ns: 0.00585
  whs_ns: 0.488
  fin_crit_sh: 0.540
  rsz0062_at_grt: "false"
  hold_viol: 0
  maxSlewHeadroom: 0.577
  worst_pin_slew_ns: 0.635
  max_freq_ghz: 0.451
  period_needed_ns: 2.21
finish:
  syn_to_final_growth_pct: 19.6
  lay_top_count: "dfxtp_1"
  stdcell_count: 297
  combGateArea_um2: 666
  register_area_um2: 821
  final_area_mm2: 0.00185
  nFillCells: 1068
  most-common-layout-cells: "32 x dfxtp_1, 16 x nor2_1, 12 x xor2_1"
  drive_gt1_frac: 0.104
job:
  drv_cap: 0
  warnings: 27
placed_design:
  io_buffers: 6
  placed_cells: 289
  post_dp_cell_area_mm2: 0.00176
  place.gp.congestion: 0.755
  post-dp-hpwl_mm: 1.72
worst_hold_path:
  min_from: "counter[0]"
  min-delay-path-class: "flop to flop"
status:
  status: "completed"
-- synth_stat cells --
master	instances
dfxtp_1	32
nor2_1	16
xor2_1	12
inv_1	10
nand4_1	8
a21oi_1	6
edfxtp_1	6
nand3_1	6
and4_1	5
nand2_1	5
buf_6	4
o21ai_0	4
o31ai_1	4
or3_1	4
or4_1	3
a21oi_2	2
ha_1	2
nor4_1	2
or4_4	2
xnor2_1	2
a211oi_1	1
a311oi_1	1
and2_1	1
and3_1	1
buf_2	1
conb_1	1
nand2_2	1
nand3_4	1
nand4_2	1
nand4b_1	1
o211a_1	1
o31ai_4	1
-- worst reg2reg max path, cell delays in order (launching register included) --
cell,delay [ns]
dfxtp_1,0.37
nand4b_1,0.19
or4_1,0.46
o31ai_4,0.55
buf_4,0.35
-- logic make-up after synthesis --
| group | share of synthesized area |
|---|---|
| fa+ha+maj | 0.0162 |
| xor+xnor | 0.0792 |
| flops | 0.530 |
| simple gates | 0.222 |
| buf+inv | 0.0566 |
| other cells | 0.00242 |
| compound gates | 0.0938 |
-- final cells by class --
| class | instances | share of cell area |
|---|---|---|
| Sequential cell | 38 | 0.443 |
| Multi-Input combinational cell | 101 | 0.359 |
| Tap cell | 133 | 0.0899 |
| Clock buffer | 6 | 0.0446 |
| Timing Repair Buffer | 7 | 0.0365 |
| Inverter | 10 | 0.0203 |
| Clock inverter | 2 | 0.00608 |
-- state kept, by name (all words and copies together), names as in the netlist --
register / flops
nLed: 6
counter: 32
-- layer usage --
metal  global-route usage  wire length (um)  vias up
met5                    0                 0        -
met4              0.00452                38        0
met3               0.0114               103        5
met2               0.0523               982        9
met1               0.0463              1280      463
li1                     -                 -      549
-- path summary, 6_finish.rpt --
kind                      to  cells past startpoint
setup / recovery     nLed[2]                      4
hold / removal    counter[0]                      1
setup reg to reg     nLed[2]                      4
hold reg to reg   counter[0]                      1
-- stage by stage --
stage / worst slack, ns / util
global route: 1.79 / 0.189
finish: 1.89 / 0.189
floorplan: 2.33 / -
CTS: 1.87 / 0.189
detailed placement: 1.88 / 0.180
global placement: 1.90 / 0.180
-- power by group through the flow --
stage                 registers, uW  clock network [uW]  logic (uW)
final                           390                 262        10.8
after global routing            391                 288        12.3
after CTS                       391                 271        11.3
Power is estimated from default activity; no workload was simulated.
